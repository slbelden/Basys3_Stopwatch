[flow/run.sh]
#!/bin/bash
# OpenROAD 26Q1-2900-gdf79404cd8, Yosys 0.63+post, stock flow scripts
make -C /OpenROAD-flow-scripts/flow DESIGN_CONFIG=/design/flow/config.mk WORK_HOME=/design/flow/orfs finish
[flow/config.mk]
export PLATFORM = sky130hd
export DESIGN_NAME = stopwatchController
export DESIGN_NICKNAME = stopwatchController
export VERILOG_FILES = /design/flow/design.v
export SDC_FILE = /design/flow/constraint.sdc
export NUM_CORES = 4
export LEC_CHECK = 1
export CORE_UTILIZATION = 50
[flow/constraint.sdc]
current_design stopwatchController

set clk_period 9.8
set clk_io_pct 0.2

create_clock -name clk0 -period $clk_period [get_ports {clk}]

set non_clock_inputs [all_inputs -no_clocks]
set_input_delay [expr $clk_period * $clk_io_pct] -clock clk0 $non_clock_inputs
set_output_delay [expr $clk_period * $clk_io_pct] -clock clk0 [all_outputs]
[flow/design.v]
module counter(min,secmsd,seclsd,ten,tick,clr,en,up);
	output [3:0] min,secmsd,seclsd,ten;
	input  tick,clr,en,up;
	wire  upen,bken,mupen,mbken,minupen,minbken,lsden,msden,minen;
	count_to9 tenth(ten,tick,clr,en,up,upen,bken);
	count_to9 lsdig_second(seclsd,tick,clr,lsden,up,mupen,mbken);
	count_to5 msdig_second(secmsd,tick,clr,msden,up,minupen,minbken);
	count_to9 minute(min,tick,clr,minen,up, , );
	assign lsden = (clr && en) || upen || bken;
	assign msden = (clr && en) || mupen || mbken;
	assign minen = (clr && en) || minupen || minbken;
endmodule
module count_to9(cnt,tick,clr,en,up,upen,bken);
	output reg [3:0] cnt;
	output       upen, bken;
	input        tick, clr, en, up;
	reg    [3:0] ncnt = 4'b0000;
	always @(posedge tick)
	begin
		if(en)
			cnt <= ncnt;
		else
			cnt <= cnt;
        if(clr)
            cnt <= 0;
	end
	always @(cnt or up)
	begin
		if(up)
			ncnt=(cnt==9) ? 0 : cnt+4'b0001;
		else
			ncnt=(cnt==0) ? 9 : cnt-4'b0001;
	end
	assign upen = (cnt==9) && up && en;
	assign bken = (cnt==0) && !up && en;
endmodule
module count_to5(cnt,tick,clr,en,up,upen,bken);
	output reg [3:0] cnt;
	output       upen, bken;
	input        tick, clr, en, up;
	reg    [3:0] ncnt = 4'b0000;
	always @(posedge tick)
	begin
		if(en)
            cnt <= ncnt;
        else
            cnt <= cnt;
        if(clr)
            cnt <= 0;
	end
	always @(cnt or up)
	begin
		if(up)
			ncnt=(cnt==5) ? 0 : cnt+4'b0001;
		else
			ncnt=(cnt==0) ? 5 : cnt-4'b0001;
	end
	assign upen = (cnt==5) && up && en;
	assign bken = (cnt==0) && !up && en;
endmodule
module fourdigitdriver(A, B, C, D, clk, dots, seg, an, dp, flashing);
    input clk;
    input [3:0] A, B, C, D;
    input [0:3] dots;
    input flashing;
    output reg [3:0] an;
    output [0:6] seg;
    output reg dp;
    reg [17:0] refreshCount = 0;
    reg [25:0] flashingCount = 1;
    reg [1:0] select = 0;
    reg [3:0] Hex;
    reg flashState = 0;
    sevensegdecoder  u1(.Seg(seg[0:6]), .Val(Hex));
    always @(posedge clk)
    begin
        if(flashingCount == 0)
            flashState = !flashState;
        if(refreshCount == 0)
        begin
            case(select)
                2'b00:
                begin
                    Hex = A;
                    an = 4'b0111;
                    if(!dots[0]) dp = 1;
                    else dp = 0;
                end
                2'b01:
                begin
                    Hex = B;
                    an = 4'b1011;
                    if(!dots[1]) dp = 1;
                    else dp = 0;
                end
                2'b10:
                begin
                    Hex = C;
                    an = 4'b1101;
                    if(!dots[2]) dp = 1;
                    else dp = 0;
                end
                2'b11:
                begin
                    Hex = D;
                    an = 4'b1110;
                    if(!dots[3]) dp = 1;
                    else dp = 0;
                end
            endcase
            select = select + 1'b1;
        end
        if(flashState == 1 && flashing == 1)
            an = 4'b1111;
        refreshCount = refreshCount + 1'b1;
        flashingCount = flashingCount + 1'b1;
    end
endmodule
`timescale 1ns / 1ps
module sevensegdecoder(Seg,Val);
	output 	[0:6] Seg;
	input 	[3:0] Val;
	reg 	[0:6] Seg;
	always @(Val)
	begin
		case(Val)  
			4'h0: Seg = 7'b000_0001;
			4'h1: Seg = 7'b100_1111;  
			4'h2: Seg = 7'b001_0010;  
			4'h3: Seg = 7'b000_0110;  
			4'h4: Seg = 7'b100_1100;  
			4'h5: Seg = 7'b010_0100;  
			4'h6: Seg = 7'b010_0000;  
			4'h7: Seg = 7'b000_1111;  
			4'h8: Seg = 7'b000_0000;
			4'h9: Seg = 7'b000_0100;
			default: Seg = 7'b000_0000;
		endcase
	end
endmodule
`timescale 1ns / 1ps
module stopwatchController(seg, an, clk, dp, start, stop, up, reset, lap, set);
    output [0:6] seg;
    output [3:0] an;
    output [0:0] dp;
    input clk;
    input start;
    input stop;
    input up;
    input reset;
    input lap;
    input set;
    reg [0:3] dots = 4'b1010;
    reg tick = 1'b0;
    reg running = 1'b0;
    reg flashing = 1'b0;
    reg started = 1'b0;
    reg countDirection = 1'b1;
    reg resetState = 1'b0;
    reg lapState = 1'b0;
    reg setState = 1'b0;
    wire [3:0] A;
    wire [3:0] B;
    wire [3:0] C;
    wire [3:0] D;
    reg [3:0] lapA;
    reg [3:0] lapB;
    reg [3:0] lapC;
    reg [3:0] lapD;
    integer count = 0;
    always @(posedge clk)
    begin
        if(start)
        begin
            running = 1'b1;
            flashing = 1'b0;
            lapState = 1'b0;
        end
        if(stop)
        begin
            running = 1'b0;
            flashing = 1'b0;
        end
        if(!running)
            countDirection = up;
        if(!running)
            resetState = reset;
        if(reset)
            started = 0;
        if(resetState)
            lapState = 0;
        if(A == 0 && B == 0 && C == 0 && D == 0 && started && setState == 0)
        begin
            running = 0;
            flashing = 1;
            started = 0;
        end
        if(A != 0 || B != 0 || C != 0 || D != 0)
        begin
            started = 1;
            flashing = 0;
        end
        if(lap)
            lapState = 1'b1;
        if(!lapState)
        begin
            lapA = A;
            lapB = B;
            lapC = C;
            lapD = D;
        end
        if(!running)
            setState = set;
        if(!setState)
            count = count + 1;
        else
            count = count + 5;
        if(count >= 5000000)
        begin
            tick = tick + 1'b1;
            count = 0;
        end
    end
    counter counter1(A, B, C, D, tick, resetState, running, countDirection);
    fourdigitdriver driver1(lapA, lapB, lapC, lapD, clk, dots, seg, an, dp, flashing);
endmodule
==> impl_metrics.prom <==
# HELP chip_impl_metric Metrics from one implementation run
# TYPE chip_impl_metric gauge
chip_impl_info{name="outcome",value="finished, final reports clean"} 1
chip_impl_metric{name="clock_pin_slew_on_the_worst_setup_and_hold_paths",unit="ns"} 0.05
chip_impl_metric{name="edf_count",unit=""} 25
chip_impl_metric{name="routed-via-count",unit=""} 4885
chip_impl_info{name="rsz_0062_raised_after_global_routing",value="false"} 1
chip_impl_metric{name="clock_path_buffers",unit=""} 2
chip_impl_metric{name="first_pass_grt_wire_length",unit="µm"} 20500
chip_impl_metric{name="final_hold_viols",unit=""} 0
chip_impl_info{name="timing.setup.critical_path_class",value="in -> reg"} 1
chip_impl_info{name="ys_dominant_reg_cell",value="sky130_fd_sc_hd__dfxtp_1"} 1
chip_impl_info{name="global_route.peak_usage_layer",value="met1"} 1
chip_impl_metric{name="totalWireLength",unit="µm"} 12000
chip_impl_metric{name="num_rows",unit=""} 41
chip_impl_metric{name="number_of_global_route_vias_before_repair",unit=""} 4378
chip_impl_metric{name="critical_path_required",unit="ns"} 9.93
chip_impl_metric{name="post_synth_num_cell_types",unit=""} 72
chip_impl_metric{name="drive_above_1_share",unit=""} 0.0942
chip_impl_metric{name="floorplan.die.height",unit="µm"} 117
chip_impl_metric{name="timing.max_cap.violations",unit=""} 0
chip_impl_metric{name="floorplan.io_pins",unit=""} 19
chip_impl_metric{name="h_tree_depth",unit=""} 4
chip_impl_metric{name="timing.setup.tns",unit="ns"} 0
chip_impl_metric{name="worst_ir_drop_vdd",unit="µV"} 116
chip_impl_metric{name="timing.clock.skew",unit="ns"} 0.00534
chip_impl_metric{name="warnings",unit=""} 38
chip_impl_metric{name="cts_setup_buffers",unit=""} 0
chip_impl_metric{name="timing.critical_path.fanout_max",unit=""} 20
chip_impl_metric{name="synth.yosys.chip_area",unit="µm²"} 6570
chip_impl_metric{name="place_hpwl",unit="µm"} 8230
chip_impl_metric{name="p_leak",unit="nW"} 2.68
chip_impl_metric{name="num_antenna_cells",unit=""} 0
chip_impl_metric{name="untimed_endpoints",unit=""} 32
chip_impl_metric{name="number_of_non_filler_instances_in_the_completed_layout",unit=""} 883
chip_impl_metric{name="synth_async_sr_flop_share",unit=""} 0
chip_impl_info{name="crit_path_start_kind",value="input pin"} 1
chip_impl_metric{name="globalRouteTotalUtil",unit=""} 0.195
chip_impl_metric{name="numPlacedInstances",unit=""} 852
chip_impl_metric{name="numCtsBuffers",unit=""} 17
chip_impl_metric{name="firstDrtPassIters",unit=""} 5
chip_impl_metric{name="routedWlPerCell",unit="µm"} 13.6
chip_impl_metric{name="report.power.total",unit="mW"} 1.21
chip_impl_metric{name="final-max-slew-violation-count",unit=""} 0
chip_impl_metric{name="critical_path_arrival",unit="ns"} 5.67
chip_impl_metric{name="tightestPinTransition",unit="ns"} 0.854
chip_impl_metric{name="drt-vias-per-instance",unit=""} 5.53
chip_impl_metric{name="rrSetupSlack",unit="ns"} 5.69
chip_impl_metric{name="register_pins_left_without_a_clock",unit=""} 16
chip_impl_metric{name="yosysCellCount",unit=""} 682
chip_impl_metric{name="postCtsHoldBufs",unit=""} 0
chip_impl_metric{name="die_area",unit="µm²"} 13600
chip_impl_metric{name="postSynthSeqShare",unit=""} 0.450
chip_impl_metric{name="first_iter_violations",unit=""} 262
chip_impl_metric{name="place_area",unit="µm²"} 6870
chip_impl_metric{name="grt_start_max_net_pins",unit=""} 28
chip_impl_metric{name="drc",unit=""} 0
chip_impl_metric{name="synth.cell_area",unit="µm²"} 6570
chip_impl_metric{name="drt.antenna.violating_nets",unit=""} 0
chip_impl_metric{name="met2_usage",unit=""} 0.280
chip_impl_info{name="cts.root.buffer_cell",value="sky130_fd_sc_hd__clkbuf_16"} 1
chip_impl_metric{name="die_width",unit="µm"} 117
chip_impl_metric{name="grt_overflow",unit=""} 0
chip_impl_metric{name="core",unit="µm²"} 12700
chip_impl_metric{name="achievable-frequency",unit="MHz"} 180
chip_impl_metric{name="portBuffers",unit=""} 18
chip_impl_metric{name="synth_area_per_cell",unit="µm²"} 9.63
chip_impl_metric{name="routability_cong",unit=""} 0.873
chip_impl_info{name="holdCritPathClass",value="reg -> reg"} 1
chip_impl_metric{name="groute.layer.met1.usage",unit=""} 0.327
chip_impl_metric{name="antenna_found_initial",unit=""} 0
chip_impl_metric{name="relSlewSlack",unit=""} 0.431
chip_impl_metric{name="layout-area-overhead-vs-synth",unit="%"} 13.4
chip_impl_metric{name="worstSkewPairLatency",unit="ns"} 0.40
chip_impl_metric{name="yosys_register_bits",unit=""} 135
chip_impl_metric{name="core_util_floorplan",unit=""} 0.516
chip_impl_info{name="clock_tree_from_tritoncts",value="yes"} 1
chip_impl_metric{name="layout.core_utilization",unit=""} 0.585
chip_impl_metric{name="groute.layer.met3.usage",unit=""} 0.0354
chip_impl_metric{name="final-setup-viol-count",unit=""} 0
chip_impl_metric{name="fin_area",unit="µm²"} 7440
chip_impl_info{name="end_kind",value="register"} 1
chip_impl_metric{name="synth.yosys.warnings",unit=""} 5
chip_impl_metric{name="post_synth_inst_count",unit=""} 682
chip_impl_metric{name="fin_crit_sh",unit=""} 0.566
chip_impl_metric{name="post_cts.resized_instances",unit=""} 0
chip_impl_metric{name="p_per_area",unit="nW/µm²"} 163
chip_impl_metric{name="period_minus_slack",unit="ns"} 5.55
## metal layers
layer  vias up  wire [µm]  share of wire
met5         -          0              0
met4         0        143          0.012
met3        11        499          0.041
met2        90       5130           0.43
met1      2280       6270           0.52
li1       2504          -              -
## report_power, final
part           leakage, nW  internal [mW]  switching [mW]
Combinational         1.26         0.0329          0.0431
Sequential            1.14          0.520          0.0270
Clock                0.282          0.384           0.206
## synth_stat cells (3+ instances only)
cell type	instances	area [µm²]
sky130_fd_sc_hd__nand4_1	24	150
sky130_fd_sc_hd__xnor2_1	52	455
sky130_fd_sc_hd__a211oi_2	9	113
sky130_fd_sc_hd__clkbuf_1	16	60.1
sky130_fd_sc_hd__and2_1	6	37.5
sky130_fd_sc_hd__nand3b_1	4	30.0
sky130_fd_sc_hd__nor3_1	20	100
sky130_fd_sc_hd__a31oi_1	6	37.5
sky130_fd_sc_hd__nand3_1	33	165
sky130_fd_sc_hd__mux2_2	4	45.0
sky130_fd_sc_hd__and4_1	4	35.0
sky130_fd_sc_hd__dfxtp_1	110	2200
sky130_fd_sc_hd__a21oi_1	23	115
sky130_fd_sc_hd__nor4_1	16	100
sky130_fd_sc_hd__and3_1	16	100
sky130_fd_sc_hd__or3_1	5	31.3
sky130_fd_sc_hd__xor2_1	28	245
sky130_fd_sc_hd__inv_1	30	113
sky130_fd_sc_hd__o21ai_0	30	150
sky130_fd_sc_hd__o211ai_1	3	22.5
sky130_fd_sc_hd__nor4b_1	3	26.3
sky130_fd_sc_hd__o22ai_1	4	25.0
sky130_fd_sc_hd__nor2_1	47	176
sky130_fd_sc_hd__nand2_1	57	214
sky130_fd_sc_hd__edfxtp_1	25	751
sky130_fd_sc_hd__ha_1	18	225
sky130_fd_sc_hd__nor3b_1	3	22.5
sky130_fd_sc_hd__buf_6	5	56.3
sky130_fd_sc_hd__mux2i_1	13	130
sky130_fd_sc_hd__a211oi_1	6	45.0
sky130_fd_sc_hd__a222oi_1	4	40.0
sky130_fd_sc_hd__nand2b_1	3	18.8
## state kept, by name, summed over array words and instances, names as in the netlist, 2 cells and up
name and flops:
driver1.flashingCount 26, lapA 4, driver1.Hex 4, counter1.lsdig_second.cnt 4
counter1.msdig_second.cnt 4, driver1.an 4, seg 7, lapB 4
driver1.refreshCount 18, counter1.tenth.cnt 4, lapC 4, count 32
lapD 4, counter1.minute.cnt 4, driver1.select 2
## kinds of logic (layout without fill, tap and decap cells)
kind of cell / Yosys count / in the layout / share of synthesized area
fa+ha+maj: 18 / 18 / 0.0343
buf+inv: 57 / 86 / 0.0396
flops: 135 / 135 / 0.450
simple gates: 259 / 259 / 0.213
compound gates: 116 / 116 / 0.129
mux: 17 / 17 / 0.0267
xor+xnor: 80 / 80 / 0.107
## through the flow
step	setup WS (ns)	hold WS (ns)
4_1_cts	4.30	0.439
2_1_floorplan	4.74	0.406
5_1_grt	3.98	0.463
6_report	4.25	0.439
3_5_place_dp	3.87	0.427
3_3_place_gp	3.94	0.422
## layout make-up
type,instances,area [µm²]
flip-flops and latches,135,2950
inverters,30,113
well taps,172,215
clock inverters,6,62.6
repair buffers,25,233
fillers,1082,5280
clock buffers,25,508
multi-input cells,490,3360
## worst paths after layout
| path | from | endpoint | cells after the start |
|---|---|---|---|
| worst min register to register | driver1.flashingCount[0]$_DFF_P_ | driver1.flashingCount[0]$_DFF_P_ | 1 |
| worst min-delay path | driver1.flashingCount[0]$_DFF_P_ | driver1.flashingCount[0]$_DFF_P_ | 1 |
| worst max register to register | running$_DFF_P_ | tick$_DFFE_PP_ | 12 |
| worst max-delay path | start | tick$_DFFE_PP_ | 13 |
## critical path, cell delays in order
cell and delay (ns):
sky130_fd_sc_hd__clkdlybuf4s50_1 0.50, sky130_fd_sc_hd__o21bai_1 0.14, sky130_fd_sc_hd__a21oi_1 0.19, sky130_fd_sc_hd__o22ai_1 0.13, sky130_fd_sc_hd__ha_1 0.42, sky130_fd_sc_hd__a31oi_2 0.27
sky130_fd_sc_hd__nor2_1 0.56, sky130_fd_sc_hd__nand4_1 0.18, sky130_fd_sc_hd__and3_1 0.24, sky130_fd_sc_hd__o211ai_1 0.18, sky130_fd_sc_hd__a211o_1 0.36, sky130_fd_sc_hd__buf_4 0.35
sky130_fd_sc_hd__o21a_1 0.18
## cells in the final DEF, fill, tap and decap left out, types with 3 or more instances in the layout
cell	n
sky130_fd_sc_hd__a21oi_1	23
sky130_fd_sc_hd__inv_1	30
sky130_fd_sc_hd__clkdlybuf4s50_1	18
sky130_fd_sc_hd__clkbuf_16	19
sky130_fd_sc_hd__and3_1	16
sky130_fd_sc_hd__nor3b_1	3
sky130_fd_sc_hd__nor3_1	20
sky130_fd_sc_hd__ha_1	18
sky130_fd_sc_hd__nor2_1	47
sky130_fd_sc_hd__mux2i_1	13
sky130_fd_sc_hd__and4_1	4
sky130_fd_sc_hd__dfxtp_1	110
sky130_fd_sc_hd__nor4b_1	3
sky130_fd_sc_hd__xnor2_1	51
sky130_fd_sc_hd__a222oi_1	4
sky130_fd_sc_hd__a211oi_2	9
sky130_fd_sc_hd__o22ai_1	4
sky130_fd_sc_hd__nand3_1	33
sky130_fd_sc_hd__nand2_1	57
sky130_fd_sc_hd__a31oi_1	6
sky130_fd_sc_hd__nand3b_1	4
sky130_fd_sc_hd__xor2_1	28
sky130_fd_sc_hd__o211ai_1	3
sky130_fd_sc_hd__or3_1	5
sky130_fd_sc_hd__o21ai_0	30
sky130_fd_sc_hd__buf_4	7
sky130_fd_sc_hd__edfxtp_1	25
sky130_fd_sc_hd__clkinv_2	3
sky130_fd_sc_hd__nor4_1	16
sky130_fd_sc_hd__nand2b_1	3
sky130_fd_sc_hd__and2_1	6
sky130_fd_sc_hd__clkbuf_1	5
sky130_fd_sc_hd__nand4_1	24
sky130_fd_sc_hd__a211oi_1	6
sky130_fd_sc_hd__mux2_2	4
No activity file was given, so power comes from the tool's default toggle rates.
